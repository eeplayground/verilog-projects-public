File: config.mk
export PLATFORM = sky130hd
export DESIGN_NAME = vga_sync
export DESIGN_NICKNAME = vga_sync
export VERILOG_FILES = /design/flow/design.v
export SDC_FILE = /design/flow/constraint.sdc
export NUM_CORES = 4
export LEC_CHECK = 1
export CORE_AREA = 10 10 92 92
export DIE_AREA = 0 0 102 102
File: constraint.sdc
current_design vga_sync

set clk_period 2.7
set clk_io_pct 0.2

create_clock -name clk0 -period $clk_period [get_ports {clk}]

set non_clock_inputs [all_inputs -no_clocks]
set_input_delay [expr $clk_period * $clk_io_pct] -clock clk0 $non_clock_inputs
set_output_delay [expr $clk_period * $clk_io_pct] -clock clk0 [all_outputs]
File: design.v
module vga_sync(
  input clk,
  input rstn,
  output reg h_sync,
  output reg v_sync,
  output reg [9:0] h_count,
  output reg [8:0] v_count,
  output reg display_on
);
  localparam  H_VA = 640;  
  localparam  H_FP = 16;   
  localparam  H_SP = 96;   
  localparam  H_BP = 48;   
  localparam  H_WL = H_VA + H_FP + H_SP + H_BP;  
  localparam  V_VA = 480;  
  localparam  V_FP = 10;   
  localparam  V_SP = 2;    
  localparam  V_BP = 33;   
  localparam  V_WL = V_VA + V_FP + V_SP + V_BP;   
  always @(posedge clk or negedge rstn) begin
    if (~rstn)
      h_count <= 0;
    else begin
      if (h_count == H_WL)  
        h_count <= 0;
      else
        h_count <= h_count + 1;
    end
  end
  always @(posedge clk or negedge rstn) begin
    if (~rstn)
      v_count <= 0;
    else begin
      if (h_count == H_WL) begin
        if(v_count == V_WL) 
          v_count <= 0;
        else
          v_count <= v_count + 1;
      end
    end
  end
  always @(posedge clk or negedge rstn) begin
    if (~rstn) begin
      h_sync <= 0;
      v_sync <= 0;
    end
    else begin
      h_sync <= ~(h_count > (H_VA + H_FP) && (h_count < (H_VA + H_FP + H_SP)));
      v_sync <= ~(v_count > (V_VA + V_FP) && (v_count < (V_VA + V_FP + V_SP)));
    end
  end
  always @(posedge clk or negedge rstn) begin
    if (~rstn) begin
      display_on <= 0;
    end
    else begin
      display_on <= (h_count < H_VA) && (v_count < V_VA);
    end
  end
endmodule
File: run.sh
#!/bin/bash
# OpenROAD 26Q1-2900-gdf79404cd8, Yosys 0.63+post, stock flow scripts
make -C /OpenROAD-flow-scripts/flow DESIGN_CONFIG=/design/flow/config.mk WORK_HOME=/design/flow/orfs finish
==> out/notes.md <==
The run finished with clean final reports. IR analysis of the VDD net gives a maximum drop of 0.000164 V. The layout cell share with drive strength beyond 1 is 8.33%.

Looking at the critical path, the highest net fanout was 8. The final max-slew violation count was 0. The worst setup path is captured at a primary output. The report lists the power per cell area as 446 nW/um^2.

After synthesis, the design contains 94 cells according to Yosys. Entering global routing, the biggest net connects 23 pins. OpenROAD reports that the post-layout worst path occupies 69.4% of the period. The post-layout instance area was 1450 sq um; the number of max-capacitance violations reported was 0. The floorplan step set the die height to 102 microns.

The worst reg-to-reg path cell count is 6, and the longest individual stage delay on the worst path is 0.54 ns. Looking at the max-slew report, the worst-margin pin has a slew of 0.385 ns. The total track usage is 4.82%, and the cell count of the worst hold path is 1. The area fraction of the largest cell type after synthesis is 52.0%. The worst register-to-register path begins at h_count[0]$_DFF_PN0_. Total number of yosys warnings: 1. In the synthesized netlist the dominant register cell turns out to be sky130_fd_sc_hd__dfrtp_1. CTS saw 22 sinks. Setup repair after global routing left no endpoint under its margin. The mean instance size in the synthesized netlist works out to 11.3 sq um. The leakage dissipation came out at 0.585 nW. In this run, the number of DRC markers left after iteration 0 of detailed routing was 50. The tools report the unique cell type count in the Yosys netlist as 28. For reference, the critical path cell chain is clkdlybuf4s50_1. The number of antenna violations at the first check in global routing was 0; the number of remaining DRC errors was 0.

The share of the core area taken by cells at floorplan is 16.4%. With the final-report hold violation count at 0, the worst slew slack as a fraction of its limit is 74.3%. The run gives 24 for the count of boundary I/O pins.

Between clock sinks in the finished design, the worst skew comes to 0.00132 ns. The number of buffers created by CTS came out at 3. The largest total area in the synthesized netlist belongs to sky130_fd_sc_hd__dfrtp_1.

In the final timing run, aggregate negative setup slack is 0 ns. The H-tree depth reported by CTS was 1. The run gives 0 for the number of flops mapped to enable cells by yosys.

During placement, the flow inserted port buffers numbering 23. The hold path startpoint was v_count[7]$_DFFE_PN0N_. The mapped netlist covers 1060 sq um. For the area of the core, the log shows 6460 sq um. TritonCTS built the clock tree.

The skew report gives the latency at the later pin of the worst-skew pair as 0.26 ns. With the number of diodes added for antenna fixing at 0, the final weighted congestion in routability-driven placement is 0.731. Per the detail_route report, the via count comes to 773. The library cell with the highest instance count after synthesis was sky130_fd_sc_hd__dfrtp_1.

The area figure in the yosys stat output is 1060 sq um, and the maximum number of buffers from clock root to sink is 2. After clock tree synthesis, the repair step resized 0 gates. The overflow left after global routing is 0, and the cell area after placement is 1380 sq um. The horizontal extent of the die is 102 microns, and the area added between synthesis and finish is 36.9%. The startpoint of the most critical setup path is h_count[4]$_DFF_PN0_. The routed design shows a wire length per standard cell of 12.4 microns.

The tool warning count for the run is 27. In the CTS report, the clock slew at the register clock pins of the worst setup and hold paths is listed as 0.08 ns. Yosys reports that the most numerous cell types are sky130_fd_sc_hd__dfrtp_1, sky130_fd_sc_hd__xnor2_1, sky130_fd_sc_hd__nand4_1. The run gives 52.0% for the share of synthesized area occupied by flip-flops and latches.

The iteration count of the initial detailed-routing pass is 4. By area the synthesized netlist is led by sky130_fd_sc_hd__dfrtp_1, sky130_fd_sc_hd__xnor2_1, sky130_fd_sc_hd__ha_1. Via count of the first global-routing pass: 776. With the ratio of routed vias to standard cells at 3.92, the buffers inserted during post-CTS setup optimization is 0. The cell type of the slowest stage on the worst timing path was sky130_fd_sc_hd__dfrtp_1.

The time the final worst path needs with I/O delays and setup was 1.87 ns; the count of endpoints failing setup in the final report was 0. The synthesized netlist handed to floorplanning was reported with a cell count of 94. Hold repair after CTS inserted 0 buffers. Cell at the root of the clock tree: sky130_fd_sc_hd__clkbuf_8. The placed wire-length estimate was 1860 microns. Once synthesis finished, the tally of register bits stood at 22. The number of rows created at floorplan is 29. On the critical path the data arrives at 1.33 ns.

The first global-routing pass estimated 4090 microns of wire. The highest clock rate this design can be run at is 0.534 GHz. In this design, the largest share of critical-path delay is due to flip-flops.

The critical path class was reg2out. The total die size is 10,400 sq um, and the logic depth of the worst path, buffers included is 1. Kind of start point of the critical path: a flop. The count of buffer and inverter cells on the critical path was 1; the required time of the worst setup path was 2.16 ns. In this run the remaining antenna-violating nets after routing total 0. Per the synth stats, the proportion of register bits with asynchronous set or reset is 100%. The wire length recorded after detailed routing is 2450 microns.

The tightest min-delay check is of the reg2reg type.
state kept, by name, summed over array words and instances, names as in the netlist:
register / cells
h_count: 10
v_sync: 1
h_sync: 1
display_on: 1
v_count: 9
kinds of logic after synthesis:
group / share of synthesized area, %
AND/OR/NAND/NOR: 24.1
buffers and inverters: 3.55
multiplexers: 0.946
adder cells (fa/ha/maj): 4.73
AND-OR/OR-AND: 3.07
XOR/XNOR: 11.6
flip-flops: 52.0
metrics by stage:
stage	total power [mW]	setup slack (ns)	util [%]	hold slack, ns	std cells
after floorplan	0.336	1.17	-	0.244	94
after global placement	0.345	0.949	21.3	0.478	193
after detailed placement	0.345	0.899	21.3	0.486	193
after CTS	0.652	0.815	22.4	0.497	197
after global routing	0.672	0.707	22.4	0.533	197
final	0.646	0.827	22.4	0.490	197
report_power, final:
group	internal [mW]	switching, mW
Clock	0.198	0.110
Sequential	0.329	0
Combinational	0.00222	0.00631
cell usage in the layout (no fill, tap or decap), types with 2 or more instances in the layout:
master / netlist / final
sky130_fd_sc_hd__clkdlybuf4s50_1: 0 / 23
sky130_fd_sc_hd__dfrtp_1: 22 / 22
sky130_fd_sc_hd__xnor2_1: 10 / 10
sky130_fd_sc_hd__nand4_1: 7 / 7
sky130_fd_sc_hd__inv_1: 6 / 6
sky130_fd_sc_hd__nand3_1: 6 / 6
sky130_fd_sc_hd__nor2_1: 6 / 6
sky130_fd_sc_hd__and3_1: 4 / 4
sky130_fd_sc_hd__nand2_1: 4 / 4
sky130_fd_sc_hd__xor2_1: 4 / 4
sky130_fd_sc_hd__ha_1: 4 / 4
sky130_fd_sc_hd__clkbuf_8: 0 / 3
sky130_fd_sc_hd__nor2b_1: 2 / 2
sky130_fd_sc_hd__a21oi_1: 2 / 2
sky130_fd_sc_hd__nor3_1: 2 / 2
final timing paths:
check	end	slack, ns
max	h_count[4]	0.83
min	v_count[7]$_DFFE_PN0N_	0.49
max reg2reg	v_count[8]$_DFFE_PN0N_	0.86
min reg2reg	v_count[7]$_DFFE_PN0N_	0.49
max in group asynchronous	h_sync$_DFF_PN0_	1.86
min in group asynchronous	h_count[4]$_DFF_PN0_	0.62
cell type report:
class	instances	area (sq um)
clock buffer	3	41.3
clock inverter	1	30.0
timing repair buffer	24	238
multi-input combinational	64	470
tap	77	96.3
fill	684	5010
inverter	6	22.5
sequential	22	551
metal layers:
metal / global-route usage (%) / up-vias / part of all wire [%]
met1: 6.53 / 377 / 49
met2: 7.65 / 15 / 46
met3: 1.36 / 4 / 4.3
li1: - / 377 / -
met5: 0 / - / 0
met4: 0.759 / 0 / 1.3
Power and IR drop assume default switching activity.
