[design/flow/config.mk]
export PLATFORM = sky130hd
export DESIGN_NAME = red_square
export DESIGN_NICKNAME = red_square
export VERILOG_FILES = /design/flow/design.v
export SDC_FILE = /design/flow/constraint.sdc
export NUM_CORES = 4
export LEC_CHECK = 1
export CORE_UTILIZATION = 30
[design/flow/constraint.sdc]
current_design red_square

set clk_period 3.7
set clk_io_pct 0.2

create_clock -name clk0 -period $clk_period [get_ports {clk}]

set non_clock_inputs [all_inputs -no_clocks]
set_input_delay [expr $clk_period * $clk_io_pct] -clock clk0 $non_clock_inputs
set_output_delay [expr $clk_period * $clk_io_pct] -clock clk0 [all_outputs]
[design/flow/design.v]
module red_square(
  input wire clk,
  input wire rstn,
  input wire left,
  input wire right,
  input wire up,
  input wire down,
  input [9:0] h_count,
  input [8:0] v_count,
  output wire square_on,
  output wire [15:0] rgb
);
  localparam  RED   = 16'h001F;
  localparam  GREEN = 16'h07E0;
  localparam  BLUE  = 16'hF800;
  localparam  WHITE = RED | GREEN | BLUE ;
  localparam  BLACK = 16'h0000;
  localparam  SQUARE_SIZE = 32;  
  reg  [9:0] square_x1;
  wire [9:0] square_x2;
  reg  [8:0] square_y1;
  wire [8:0] square_y2;
  always @(posedge clk or negedge rstn)begin
    if(~rstn) begin
      square_x1 <= 304;  
	    square_y1 <= 224;  
    end
    else begin
	    if((square_x1 >= 0) && (square_x1 <= 640-SQUARE_SIZE))begin
	      case ({left,right})
		      2'b01: begin 
            if(square_x1 < 640-SQUARE_SIZE) square_x1 <= square_x1 + 1'b1;
            else  square_x1 <= square_x1;
          end
		      2'b10: begin
            if(square_x1 > 0) square_x1 <= square_x1 - 1'b1;
            else square_x1 <= square_x1;
          end
          default: square_x1 <= square_x1;
		    endcase
	    end
	    else begin
	      square_x1 <= 0;
	    end
	    if((square_y1 >= 0) && (square_y1 <= 480-SQUARE_SIZE))begin
	      case ({up,down})
		      2'b01:begin
            if(square_y1 < 480-SQUARE_SIZE) square_y1 <= square_y1 + 1'b1;
            else square_y1 <= square_y1;
          end
		      2'b10:begin
            if(square_y1 > 0) square_y1 <= square_y1 - 1'b1;
            else square_y1 <= square_y1;
          end
          default: square_y1 <= square_y1;
		    endcase  
      end
	    else begin
	      square_y1 <= 0;
	    end
	  end
  end 
  assign rgb = RED;
  assign square_x2 = square_x1 + SQUARE_SIZE;
  assign square_y2 = square_y1 + SQUARE_SIZE;
  assign square_on = (h_count >= square_x1) && (h_count <= square_x2) && (v_count >= square_y1) && (v_count <= square_y2);
endmodule
[design/flow/run.sh]
#!/bin/bash
# OpenROAD 26Q1-2900-gdf79404cd8, Yosys 0.63+post, stock flow scripts
make -C /OpenROAD-flow-scripts/flow DESIGN_CONFIG=/design/flow/config.mk WORK_HOME=/design/flow/orfs finish
==> run notes <==
run metrics: yosys warns=1, core area=7890 um^2, status=completed, Rows=32, sum of negative setup slack=0 ns, Die Width=93.3 um, worst hold slack=roughly 0.55 ns, initial antenna violation count=0, clock share of power=around 7.6%, Cell Area, Placed=approximately 2800 um^2, Die Size=8700 um^2, crit path DAT=roughly 2.8 ns, Post-Syn Area per Cell=roughly 8.5 um^2, Synth flops=19, vias in the first global route=1926, layout cell share with drive strength beyond 1=8.07%, Final Hold Vio Count=0, Placer Congestion=0.847, Lkg Pwr=between 1 and 1.5 nW, HP Class=flip-flop to flip-flop, Worst Max-Slew Pin Slew=just under 0.8 ns, CP Max Fanout=2, pwr dens=691 nW/um^2, Vias/cell=roughly 4.8, antenna-violating nets left=0, diode count=0, clk latency of the worst-skew pair=about 0.26 ns, Area leader share=a little under a quarter, sequential power share=between 20 and 25%, Comb pwr share=68.0%, gr usage total=12.5%, global-route wire length before repair=approximately 8.8 mm, first-pass iteration count of the detailed router=4, input/output buffers=25, Dominant flop cell=dfrtp_1, clock tree root buffer cell=clkbuf_8, post-layout instance area=~2900 um^2, hold-fix buffer count after cts=0, Mapped Cells=roughly 290, H-tree depth=1, number of enable flip-flop cells=0, drt total wl=between 5 and 6 mm, clock skew=between 0.006 and 0.007 ns, largest net degree at the start of global routing=20, Max Clock Freq=around 0.29 GHz, Area Growth Syn to Fin=15.2%, CTS Sinks=19, Yosys top cell by area=ha_1, FF-to-FF setup slack=around 1.2 ns, Net Sw Frac=46.9%, FP Util=between 30% and 40%, Crit. End Element=output port, number of cells in Yosys stat=between 200 and 300, element type at the critical path start=input pin, clock transition at the registers of the reported paths=roughly 0.080 ns, Vias=2020, Final min period=approximately 3.5 ns, Max VDD drop=178 uV, worst path required time=about 3 ns, Setup CP Type=input pin to output port, Cell Area, Synth=2500 um^2, Ports=~42, DIE HEIGHT=slightly above 90 um, crit share post-route=between 90% and 100%, Log Warnings=27, net switching power=0.933 mW, DRT iter0 DRCs=~100, unrepaired setup endpoints after global routing=false, clk buf depth=2, Remaining DRCs=0, register area share after synthesis=between 15 and 20%, max capacitance violation total=0, Cell Type Count=about 52, Post-synth ARST share=~100%, clock buffer count from CTS=3, hpwl dp=between 4 and 5 mm, Routed WL per cell=about 12 um, relative slew slack=between 40 and 50%, CTS tree=done, Internal Pwr Total=1.06 mW, Cell area leaders=ha_1 (23%), dfrtp_1 (13%), dfstp_2 (6.3%), max-slew violation count=0, Setup violations, final=0, Yosys chip area=about 2500 um^2, total grt overflow=0
stage by stage:
step	power, mW	std cells	utilization, %	worst slack [ns]
6_report	1.99	424	36.5	0.202
5_1_grt	2.25	424	36.5	0.0322
4_1_cts	2.01	424	36.5	0.167
3_5_place_dp	1.84	420	35.9	-0.0762
3_3_place_gp	1.83	420	35.9	-0.103
2_1_floorplan	1.55	307	-	0.606
kinds of logic after synthesis:
family / after synthesis / share of synthesized area [%]
and+or+nand+nor: 76 / 16.1
AOI/OAI and AO/OA: 74 / 20.2
buffers and inverters: 49 / 10.4
adders and majority gates: 47 / 24.1
xor gates and xnor gates: 20 / 7.01
DFF: 19 / 19.3
muxes: 6 / 2.60
other: 2 / 0.300
cell usage in the layout, fill, tap and decap left out, types with 4 or more instances in the layout:
cell	instances
a211oi_1	5
a21o_1	4
a21oi_1	23
buf_4	7
clkdlybuf4s50_1	24
conb_1	16
dfrtp_1	13
dfstp_2	6
ha_1	45
inv_1	28
mux2i_1	5
nand2_1	10
nand2b_1	4
nand3_1	9
nand4_1	5
nor2_1	20
nor2b_1	5
nor3_1	5
o211ai_1	4
o21ai_0	10
or4_1	4
xnor2_1	16
xor2_1	4
timing repair:
action	in CTS	in global routing
setup endpoints to repair	1	0
resized	2	0
buffers inserted	0	0
cell type report:
| cell class | instances | area, um^2 |
|---|---|---|
| Fill cell | 789 | 5010 |
| Multi-Input combinational cell | 239 | 1810 |
| Sequential cell | 19 | 483 |
| Timing Repair Buffer | 32 | 302 |
| Tap cell | 102 | 128 |
| Inverter | 28 | 105 |
| Clock buffer | 3 | 41.3 |
| Clock inverter | 1 | 7.51 |
critical path, stage by stage:
cell and delay, ns:
clkdlybuf4s50_1 0.45, inv_1 0.04, ha_1 0.17, nand2b_1 0.13, a21oi_1 0.18, nor4_1 0.07
or4_1 0.50, a21oi_1 0.17, nor4_1 0.07, dlygate4sd2_1 0.25
synth_stat cells, drive strengths merged, types with 5 or more instances:
cell    instances
ha             45
inv            28
a21oi          26
nor2           21
buf            18
xnor2          16
dfrtp          13
nand2          10
o21ai          10
nand3           9
dfstp           6
nor3            6
a211oi          5
mux2i           5
nand4           5
nor2b           5
metal layers:
layer / global-route usage (%) / part of all wire (%) / wire, um / vias up
met3: 1.65 / 3.3 / 169 / 2
met2: 19.5 / 42 / 2150 / 26
met5: 0 / 0 / 0 / -
li1: - / - / - / 1084
met1: 19.3 / 54 / 2720 / 908
met4: 0.897 / 0.34 / 17 / 0
power groups by stage:
| stage | sequential (mW) | combinational, mW | clock, mW |
|---|---|---|---|
| after CTS | 0.486 | 1.36 | 0.160 |
| after global routing | 0.506 | 1.57 | 0.167 |
| final | 0.485 | 1.35 | 0.152 |
state kept, by name (all words and copies together), names as in the netlist:
name       flops
square_x1     10
square_y1      9
path summary, 6_finish.rpt:
check / start / endpoint / cells after the start
worst max-delay path: h_count[0] / square_on / 10
worst min-delay path: square_y1[5] / square_y1[5] / 2
worst max register to register: square_x1[0] / square_x1[8] / 7
worst min register to register: square_y1[5] / square_y1[5] / 2
max in group asynchronous: rstn / square_x1[4] / 2
min in group asynchronous: rstn / square_y1[1] / 2
Power figures rest on the tool's default switching activity, not on a simulated workload.
