==> /design/flow/design.v <==
module clk_div(
  input wire fastClk,
  input wire rstn,
  output reg slowClk
);
  parameter DIV = 25000000;
  parameter COUNTER_WIDTH = $clog2(DIV);
  reg [COUNTER_WIDTH-1:0] count;
  always @ (posedge fastClk) begin
    if(~rstn)begin
      count <= 0;
      slowClk <= 0;
    end
    else begin
      if (count < DIV) begin
        count <= count + 1;
        slowClk <= slowClk;
      end
      else begin
        count <= 0;
        slowClk <= ~slowClk;
      end
    end
  end
endmodule
==> /design/flow/config.mk <==
export PLATFORM = sky130hd
export DESIGN_NAME = clk_div
export DESIGN_NICKNAME = clk_div
export VERILOG_FILES = /design/flow/design.v
export SDC_FILE = /design/flow/constraint.sdc
export NUM_CORES = 4
export LEC_CHECK = 1
export CORE_AREA = 10 10 109 109
export DIE_AREA = 0 0 119 119
==> /design/flow/constraint.sdc <==
current_design clk_div

set clk_period 3.4
set clk_io_pct 0.2

create_clock -name clk0 -period $clk_period [get_ports {fastClk}]

set non_clock_inputs [all_inputs -no_clocks]
set_input_delay [expr $clk_period * $clk_io_pct] -clock clk0 $non_clock_inputs
set_output_delay [expr $clk_period * $clk_io_pct] -clock clk0 [all_outputs]
==> /design/flow/run.sh <==
#!/bin/bash
# OpenROAD 26Q1-2900-gdf79404cd8, Yosys 0.63+post, stock flow scripts
make -C /OpenROAD-flow-scripts/flow DESIGN_CONFIG=/design/flow/config.mk WORK_HOME=/design/flow/orfs finish
==> Flow_metrics.wiki <==
== Flow metrics ==
{| class="wikitable"
! Metric !! Value
|-
| Summed area of non-filler cells in the final layout || 1440 um2
|-
| Number of cells in Yosys stat || 145
|-
| Number of CTS-inserted buffers || 3
|-
| CTS root buffer || clkbuf_8
|-
| Per-cell via count in the routed design || 3.48
|-
| Category of the worst setup path capture point || register
|-
| Hold slack final || 0.475 ns
|-
| Maximum buffer depth of the clock tree || 2
|-
| Post-route total power || 0.521 mW
|-
| Outcome || complete, no violations
|-
| Row cnt || 36
|-
| Post-synthesis average cell area || 8.37 um2
|-
| Post-CTS Hold Buffers || 0
|-
| Cell variety after synth || 31
|-
| Final count of negative-setup-slack endpoints || 0
|-
| Worst Path Arrival || 2.20 ns
|-
| Maximum ir drop on the vdd rail || 0.000277 V
|-
| Die area || 14,200 um2
|-
| Clock Sink Count || 26
|-
| Fmax || 504 MHz
|-
| Ant. Diodes || 0
|-
| Final hold violation count || 0
|-
| Skew-Pair Late Insertion Delay || 0.27 ns
|-
| Clock Pin Slew Worst Setup and Hold Paths || 0.09 ns
|-
| Setup bufs post-CTS || 0
|-
| Max cap viols || 0
|-
| Seq cells post-synth || 26
|-
| Minimum clock period after layout || 1.99 ns
|-
| Mean routed wirelength per cell || 7.57 um
|-
| Buffers added on ports || 2
|-
| TritonCTS clock tree || built
|-
| Vert. Die Dim || 119 um
|-
| Hold Crit Class || register to register
|-
| Final sum of negative setup slack || 0 ns
|-
| Count of antenna-violating nets left after detailed routing || 0
|-
| Core area || 9640 um2
|-
| Remaining global-route overflow || 0
|-
| Yosys Warn Count || 1
|-
| Transition time at the pin with the least slew margin || 0.617 ns
|-
| Final tally of max-slew violations || 0
|-
| Die x size || 119 um
|-
| Share of the yosys chip area belonging to registers || 42.9%
|-
| Most common cell in the netlist || dfxtp_1
|-
| Worst path required time || 3.61 ns
|-
| Boundary pin count || 3
|-
| Area growth from synthesis to layout || 18.6%
|-
| Max-area cell share || 42.9%
|-
| Global-route total usage across every layer || 2.99%
|-
| Global-route wire length before repair || 3780 um
|-
| Final routed DRC violation total || 0
|-
| Maximum number of pins on one net before global-route repair || 25
|-
| Number of global-route vias before repair || 870
|-
| Number of gates resized after cts || 0
|-
| Synth Instances || 145
|-
| Vias || 972
|-
| Crit-path max FO || 10
|-
| Top post-synthesis cells by area || dfxtp_1 (43%), xnor2_1 (5.1%), nor2_1 (4.9%)
|-
| Final RePlAce weighted congestion || 0.789
|-
| Power Density || 362 nW/um2
|-
| Violation count after the first detailed-routing iteration || 110
|-
| Post-synth tally of flip-flops with integrated enable || 0
|-
| RSZ-0062 raised after global routing || no
|-
| Core utilization of the finished layout || 14.9%
|-
| Period Utilization, post-route || 58.4%
|-
| Critical Path Start Type || register
|-
| Dominant register cell || dfxtp_1
|-
| Leading area contributor after synthesis || dfxtp_1
|-
| Headroom to the max-slew limit || 58.5%
|-
| Routed WL || 2110 um
|-
| Cell types with the highest counts after synthesis || dfxtp_1 (26), nor2_1 (16), nand2_1 (11)
|-
| HPWL reported at the end of detailed placement || 1510 um
|-
| Clock skew after layout || 0.00878 ns
|-
| Count of tool warnings || 25
|-
| Chip area from the yosys synthesis statistics || 1210 um2
|-
| Leakage power total || 0.400 nW
|-
| Class of the most critical setup path || register to register
|-
| Fraction of synthesis flops using an asynchronous set or reset pin || 0%
|-
| Proportion of layout cells with a drive suffix above 1 || 5.48%
|-
| Antenna violations before repair || 0
|-
| Fp util || 12.6%
|-
| Post-Synthesis Cell Area || 1210 um2
|-
| H-tree Lvls || 1
|-
| Detailed-routing iteration count for the pre-antenna-repair pass || 4
|-
| Cell area after placement || 1380 um2
|}
final timing paths:
check	startpoint	end	slack [ns]	cells after the start
setup / recovery	count[2]$_SDFF_PN0_	count[21]$_SDFF_PN0_	1.41	4
hold / removal	count[0]$_SDFF_PN0_	count[0]$_SDFF_PN0_	0.48	1
setup reg to reg	count[2]$_SDFF_PN0_	count[21]$_SDFF_PN0_	1.41	4
hold reg to reg	count[0]$_SDFF_PN0_	count[0]$_SDFF_PN0_	0.48	1
layout by cell type (no fill, tap or decap):
master and n:
dfxtp_1 26, nor2_1 16, nand2_1 11, a21oi_1 10, o21ai_0 9, or3_1 9
xnor2_1 7, nand3_1 6, nand4_1 6, xor2_1 5, inv_1 4, and4_1 4
nor4_1 4, nor3_1 4, clkbuf_8 4, a31oi_1 2, and3_1 2, or4_1 2
clkdlybuf4s50_1 2, nand4bb_1 1, a211o_1 1, o221ai_1 1, and4_2 1, nand3_2 1
o211a_1 1, o31ai_1 1, or3_2 1, nand2b_1 1, o22ai_1 1, mux2i_1 1
ha_1 1, buf_4 1
critical path: stages (launching register included):
cell and delay (ns):
dfxtp_1 0.44, nand3_2 0.15, or4_1 0.69, or4_1 0.51, a21oi_1 0.14
flip-flops by register name (all words and copies together) (netlist names):
signal,cells
slowClk,1
count,25
cell families after synthesis:
logic type | count (synthesis) | synth area share (%)
XOR/XNOR | 12 | 8.66
multiplexers | 1 | 0.825
AND/OR/NAND/NOR | 69 | 31.1
buffers and inverters | 10 | 3.20
adder cells (fa/ha/maj) | 1 | 1.03
flip-flops | 26 | 42.9
AND-OR/OR-AND | 26 | 12.3
per-stage QoR:
step	setup slack, ns	instances
floorplan	1.57	145
global placement	1.48	275
detailed placement	1.44	275
CTS	1.43	279
global route	1.30	279
finish	1.41	279
metal layers:
layer / global-route usage (%) / up-vias / routed length (um)
li1: - / 524 / -
met1: 4.10 / 438 / 1080
met2: 4.81 / 10 / 947
met3: 0.863 / 0 / 86
met4: 0.153 / 0 / 0
met5: 0 / - / 0
power breakdown:
part | internal (mW) | leakage, nW | switching, mW | total [mW]
Combinational | 0.00502 | 0.161 | 0.00844 | 0.0135
Clock | 0.103 | 0.0288 | 0.0938 | 0.197
Sequential | 0.307 | 0.210 | 0.00338 | 0.311
area by class of cell:
type / instances / area [um2]
tap: 133 / 166
sequential: 26 / 520
timing repair buffer: 3 / 27.5
clock buffer: 4 / 55.1
inverter: 4 / 15.0
multi-input combinational: 109 / 654
fill: 1120 / 8200
No activity file was given, so power comes from the tool's default toggle rates.
